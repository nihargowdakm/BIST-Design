**design/flow/design.v**
```verilog
`timescale 1ns / 1ps
module controller_new(clock,reset,w,x,y,data_out,dataIn ,dataOut,testmode, fault_detected);
input clock,reset,testmode;
input  w,x,y;               
output [2:0] data_out;      
output [1:0] dataIn;        
output [3:0] dataOut;       
output reg fault_detected;
wire  a,b,cin;
wire finish;
parameter golden_signature = 4'b0011;
assign {a,b,cin} = (testmode == 1)? (data_out[2:0]) : ({w,x,y});
ML_lfsr I1(data_out, finish, reset, clock);
full_adder I2(a,b,cin,dataIn);     
MISR_4bit I3(dataIn, reset, clock,dataOut);
always @(posedge clock)
begin
	if(testmode == 0)	 
	fault_detected = 0;
else
begin
	if(finish == 1)
	begin
		if(golden_signature == dataOut) 
		fault_detected = 0;
		else
		fault_detected = 1;
end
end
end
endmodule
`timescale 1ns / 1ps
module full_adder(
    input a,
    input b,
    input cin,
    output[1:0] dataIn
    );
parameter f_1 = 1'b0;   
parameter f_2 = 1'b0;   
parameter f_3 = 1'b1;   
wire p,q,r,a11,r1,sum1,sum,cout;
and f1(a11,~f_1,a);
xor x1(p,a11,b);
and a1(r,a11,b);
xor x2(sum1,p,cin);
or f3(sum,sum1,f_3);
and a2(q,p,cin);
and f2(r1,r,~f_2);
or o1(cout,q,r1);
assign dataIn = {sum,cout};
endmodule
`timescale 1ns / 1ps
module ML_lfsr(data_out, complete, reset, clock);
input reset;
input clock;
output [0:2] data_out;
output reg  complete; 
reg [0:2] lfsr_reg;		
reg [2:0] counter; 
always@(posedge clock or posedge reset)
begin
   if(reset == 1)
begin
lfsr_reg <= 9'b001;   
counter <= 3'b000;  
end
   else
begin
    lfsr_reg[0] <= lfsr_reg[2];
    lfsr_reg[1] <= lfsr_reg[0] ^ lfsr_reg[2];
    lfsr_reg[2] <= lfsr_reg[1];
counter = counter + 1;
if(counter <= 3'b110) 
     complete = 0;
else
     complete = 1; 
end
   end
assign data_out = lfsr_reg;  
endmodule
`timescale 1ns / 1ps
module MISR_4bit(dataIn,reset,clock,dataOut);
input [0:1] dataIn;
input reset,clock;  
output reg [0:3] dataOut;
always@(posedge clock or posedge reset)
begin
   if(reset == 1)
dataOut <= 4'b0000;
else
  begin
dataOut[0] <= dataOut[3] ^ dataIn[0];
dataOut[1] <= dataOut[3] ^ dataOut[1] ^ dataIn[1];
dataOut[2] <= dataOut[1] ;
dataOut[3] <= dataOut[2] ;
  end
end
endmodule
```
**design/flow/run.sh**
```bash
#!/bin/bash
# OpenROAD 26Q1-2900-gdf79404cd8, Yosys 0.63+post, stock flow scripts
make -C /OpenROAD-flow-scripts/flow DESIGN_CONFIG=/design/flow/config.mk WORK_HOME=/design/flow/orfs finish
```
**design/flow/config.mk**
```make
export PLATFORM = sky130hd
export DESIGN_NAME = controller_new
export DESIGN_NICKNAME = controller_new
export VERILOG_FILES = /design/flow/design.v
export SDC_FILE = /design/flow/constraint.sdc
export NUM_CORES = 4
export LEC_CHECK = 1
export CORE_AREA = 10 10 78 78
export DIE_AREA = 0 0 88 88
```
**design/flow/constraint.sdc**
```tcl
current_design controller_new

set clk_period 2.0
set clk_io_pct 0.2

create_clock -name clk0 -period $clk_period [get_ports {clock}]

set non_clock_inputs [all_inputs -no_clocks]
set_input_delay [expr $clk_period * $clk_io_pct] -clock clk0 $non_clock_inputs
set_output_delay [expr $clk_period * $clk_io_pct] -clock clk0 [all_outputs]
```
==> summary.rpt <==
==== FLOW RESULTS ====
----------------------------------------------------
[Synth]
  Main synth FF type ........................ dfrtp_1
  Share of the yosys chip area belonging to registers ........................ 62.92%
  Async set or reset register ratio after synthesis ........................ 83.33%
  Yosys-reported design area after synthesis ........................ 479.2 um2
  Yosys reg bits ........................ 12
  Cells after synthesis ........................ 35
  Synthesized cell area ........................ 479.2 um2
  Number of synthesized flops with an enable pin ........................ 1
  Yosys top cell by instances ........................ dfrtp_1
  Dominant cell area share ........................ 47.00%
  Largest area contributor in the synthesized netlist ........................ dfrtp_1
  Total number of yosys warnings ........................ 3
  Avg Inst Size Synth ........................ 13.69 um2
  Synth top area cells ........................ dfrtp_1 (47%), ha_1 (7.8%), edfxtp_1 (6.3%)
  Number of cells in Yosys stat ........................ 35
  Cell Type Count ........................ 17
  Top cells by instance count after synthesis ........................ dfrtp_1 (9), inv_1 (5), ha_1 (3)

[Clock tree]
  Number of levels the H-tree was split into ........................ 1
  Insertion delay of the later-clocked pin in the worst-skew pair ........................ 0.23 ns
  Number of buffers added by the clock tree synthesis step ........................ 3
  Worst-case clock buffer depth ........................ 2
  Sink Count ........................ 12
  CTS root buffer ........................ clkbuf_8
  CTS tree ........................ yes
  Clock transition time at the flip-flop clock pins of the worst setup and hold paths ........................ 0.05 ns

[Cells and area]
  Design area ........................ 774.5 um2
  Layout cells sized above 1 ........................ 25.00%
  Number of flip-flops under the largest register name ........................ 4
  Non-filler instance count after layout ........................ 108
  Area delta synth->final ........................ 61.62%
  Utilization of the core after routing ........................ 17.55%

[STA]
  Slew Viols, Final ........................ 0
  Max Fclk ........................ 509.6 MHz
  Final Setup Violations ........................ 0
  Skew final ........................ 0.0006766 ns
  Unrepaired setup endpoints after global routing ........................ false
  Time the final worst path needs with I/O delays and setup ........................ 1.962 ns
  Final critical-path share of the clock period ........................ 98.12%
  Count of endpoints failing hold in the final timing report ........................ 0

[Floorplanning]
  Y dimension of the die ........................ 88 um
  # IOs ........................ 16
  Chip width ........................ 88 um
  Initial standard-cell utilization of the core ........................ 10.86%
  Placeable core region ........................ 4414 um2
  Num rows ........................ 24
  Floorplan die area ........................ 7744 um2

[GRT]
  Number of global-route vias before repair ........................ 312
  Pin count of the biggest net entering global routing ........................ 11
  Number of antenna violations at the first check in global routing ........................ 0
  Overflow left after global routing ........................ 0
  Aggregate global-route resource usage ........................ 2.255%
  Wire length of the first global-routing pass ........................ 1400 um

[Power and ir drop]
  Power consumption ........................ 0.7374 mW
  Total power density per cell area ........................ 952.1 nW/um2
  IR drop worst, VDD ........................ 0.2830 mV
  Static power due to leakage ........................ 0.3678 nW

[Detailed routing]
  Total wire length ........................ 906 um
  Iteration-0 DRC count of the detailed router ........................ 5
  Vias after detailed routing ........................ 300
  Vias per cell ........................ 2.778
  Routed length per placed instance ........................ 8.389 um
  Number of remaining DRC errors ........................ 0
  Ant diodes ........................ 0
  Final ANT Viol Nets ........................ 0
  1st-pass router iterations ........................ 2

[Worst setup path]
  Crit Path Category ........................ in -> out
  Arrival time of data at the critical path endpoint ........................ 1.56 ns
  Worst path required time ........................ 1.60 ns
  Kind of capture point of the worst setup path ........................ primary output
  Launching element type of the critical path ........................ input port
  Worst R2R Setup Slack ........................ 0.45 ns
  Peak fanout along the critical path ........................ 2

[Place]
  GPL Wtd Cong ........................ 0.7199
  Count of port buffers added during placement ........................ 14
  Post-detailed-placement cell area ........................ 699.4 um2
  Cell Count Post-Placement ........................ 103
  Half-perimeter wire length after detailed placement ........................ 739.8 um

[Run]
  Number of warnings the tools reported ........................ 26
  Max-cap violation count ........................ 0

[Worst hold path]
  Worst hold-check path type ........................ reg -> reg

[Run status]
  Run status ........................ finished clean

----------------------------------------------------
-- metal layers --
layer | global-route usage [%] | vias up | share of wire, %
met4 | 0.5797 | 0 | 0
met1 | 2.608 | 134 | 42
met5 | 0 | - | 0
li1 | - | 152 | -
met3 | 1.964 | 0 | 20
met2 | 3.042 | 14 | 38
-- worst max-delay path: stages --
cell	delay, ns
clkdlybuf4s50_1	0.40
mux2_4	0.28
ha_4	0.21
a21o_1	0.16
buf_2	0.11
-- final timing paths --
kind                            depth (start not counted)                startpoint                       end
worst max register to register                          6  I1.lfsr_reg[0]$_DFF_PP0_   I3.dataOut[1]$_DFF_PP0_
min in group asynchronous                               3                     reset   I1.counter[1]$_DFF_PP0_
max in group asynchronous                               3                     reset  I1.lfsr_reg[2]$_DFF_PP1_
worst min register to register                          0   I3.dataOut[2]$_DFF_PP0_   I3.dataOut[3]$_DFF_PP0_
worst min-delay path                                    0   I3.dataOut[2]$_DFF_PP0_   I3.dataOut[3]$_DFF_PP0_
worst max-delay path                                    5                         x                 dataIn[0]
-- kinds of logic after synthesis --
kind of cell             share of synthesized area (%)
AND-OR/OR-AND                                    3.654
adder cells (fa/ha/maj)                          7.834
AND/OR/NAND/NOR                                  3.395
flip-flops                                       62.93
XOR/XNOR                                         7.312
other                                           0.7825
buffers and inverters                            7.049
multiplexers                                     7.049
-- final cells by class --
cell class	instances	area (um2)
Tap cell	52	65.06
Multi-Input combinational cell	16	163.9
Timing Repair Buffer	19	170.2
Sequential cell	12	301.5
Fill cell	480	3640
Inverter	5	18.77
Clock buffer	4	55.05
-- stage by stage --
stage | TNS, ns | setup slack [ns] | hold WS, ns
2_1_floorplan | 0 | 0.3275 | 0.2510
3_5_place_dp | -0.6900 | -0.5648 | 0.3920
3_3_place_gp | -0.6728 | -0.5559 | 0.3854
6_report | 0 | 0.03766 | 0.3975
4_1_cts | 0 | 0.01760 | 0.4030
5_1_grt | 0 | 0.003561 | 0.4143
-- where the power goes --
group	total, mW	internal (mW)	switching, mW
clock	0.250	0.173	0.0770
combinational	0.162	0.123	0.0390
sequential	0.325	0.292	0.0338
-- what timing repair did --
action                                  CTS  global route
buffers inserted                          1             0
endpoints found under the setup margin    1             1
hold buffers                              0             0
pin swaps                                 1             1
gates resized                             8             0
-- cells in the final DEF, fill, tap and decap left out, types with 2 or more instances in the layout --
master | synthesis | routed
xnor2_1 | 2 | 2
clkbuf_8 | 0 | 4
ha_1 | 3 | 2
clkdlybuf4s50_1 | 0 | 11
mux2_4 | 0 | 2
dlygate4sd2_1 | 0 | 2
dfrtp_1 | 9 | 9
inv_1 | 5 | 5
xor2_1 | 2 | 2
buf_4 | 2 | 5
Power is estimated from default activity; no workload was simulated.
